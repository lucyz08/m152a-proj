$ cat flow/run.sh
#!/bin/bash
# OpenROAD 26Q1-2900-gdf79404cd8, Yosys 0.63+post, stock flow scripts
make -C /OpenROAD-flow-scripts/flow DESIGN_CONFIG=/design/flow/config.mk WORK_HOME=/design/flow/orfs finish
$ cat flow/config.mk
export PLATFORM = sky130hd
export DESIGN_NAME = stopwatch
export DESIGN_NICKNAME = stopwatch
export VERILOG_FILES = /design/flow/design.v
export SDC_FILE = /design/flow/constraint.sdc
export NUM_CORES = 4
export LEC_CHECK = 1
export CORE_UTILIZATION = 30
$ cat flow/constraint.sdc
current_design stopwatch

set clk_period 2.3
set clk_io_pct 0.2

create_clock -name clk0 -period $clk_period [get_ports {clk}]

set non_clock_inputs [all_inputs -no_clocks]
set_input_delay [expr $clk_period * $clk_io_pct] -clock clk0 $non_clock_inputs
set_output_delay [expr $clk_period * $clk_io_pct] -clock clk0 [all_outputs]
$ cat flow/design.v
`timescale 1ns / 1ps
module clocks(clk, rst, clk_2hz, clk_1hz, clk_fast, clk_blink);
input wire clk;  
input wire rst;
output wire clk_2hz;
output wire clk_1hz; 
output wire clk_fast;
output wire clk_blink;
reg clk_2hz_reg;
reg clk_1hz_reg; 
reg clk_fast_reg;
reg clk_blink_reg;
reg [31:0] clk_2hz_counter;
reg [31:0] clk_1hz_counter; 
reg [31:0] clk_fast_counter;
reg [31:0] clk_blink_counter;
localparam TWO_HZ_MAX = 25000000;
localparam ONE_HZ_MAX = 50000000;
localparam FAST_MAX = 50000;
localparam BLINK_MAX = 12500000;
always @(posedge(clk) or posedge(rst)) begin
    if(rst == 1'b1) begin
        clk_2hz_counter <= 32'b0; 
        clk_2hz_reg <= 1'b0;
    end
    else if (clk_2hz_counter == TWO_HZ_MAX - 1) begin
        clk_2hz_counter <= 32'b0; 
        clk_2hz_reg <= ~clk_2hz;
    end
    else begin
        clk_2hz_counter <= clk_2hz_counter + 32'b1; 
        clk_2hz_reg <= clk_2hz;
    end
end
always @(posedge(clk) or posedge(rst)) begin
    if(rst == 1'b1) begin
        clk_1hz_counter <= 32'b0; 
        clk_1hz_reg <= 1'b0;
    end
    else if (clk_1hz_counter == ONE_HZ_MAX - 1) begin
        clk_1hz_counter <= 32'b0; 
        clk_1hz_reg <= ~clk_1hz;
    end
    else begin
        clk_1hz_counter <= clk_1hz_counter + 32'b1; 
        clk_1hz_reg <= clk_1hz;
    end
end
always @(posedge(clk) or posedge(rst)) begin
    if(rst == 1'b1) begin
        clk_fast_counter <= 32'b0; 
        clk_fast_reg <= 1'b0;
    end
    else if (clk_fast_counter == FAST_MAX - 1) begin
        clk_fast_counter <= 32'b0; 
        clk_fast_reg <= ~clk_fast;
    end
    else begin
        clk_fast_counter <= clk_fast_counter + 32'b1; 
        clk_fast_reg <= clk_fast;
    end
end
always @(posedge(clk) or posedge(rst)) begin
    if(rst == 1'b1) begin
        clk_blink_counter <= 32'b0; 
        clk_blink_reg <= 1'b0;
    end
    else if (clk_blink_counter == BLINK_MAX - 1) begin
        clk_blink_counter <= 32'b0; 
        clk_blink_reg <= ~clk_blink;
    end
    else begin
        clk_blink_counter <= clk_blink_counter + 32'b1; 
        clk_blink_reg <= clk_blink;
    end
end
assign clk_2hz = clk_2hz_reg;
assign clk_1hz = clk_1hz_reg;
assign clk_fast = clk_fast_reg;
assign clk_blink = clk_blink_reg;
endmodule
`timescale 1ns / 1ps
module counter(rst, ps, adj, select, clk, clk_adj, sec1, sec0, min1, min0);
input wire rst;
input wire ps;
input wire [1:0] adj;
input wire select;
input wire clk; 
input wire clk_adj;
output wire [3:0] sec1;
output wire [3:0] sec0;
output wire [3:0] min1;
output wire [3:0] min0;
reg clk_reg;
wire clock;
always@(*) begin
    if(adj == 0) begin
        clk_reg = clk;
    end
    else begin
        clk_reg = clk_adj;
    end
end
assign clock = clk_reg;
reg pause = 0;
always @(posedge clk or posedge ps) begin
    if(ps) begin
        pause <= ~pause;
    end
    else begin 
        pause <= pause;
    end 
end
reg [3:0] counter_sec1;
reg [3:0] counter_sec0;
reg [3:0] counter_min1;
reg [3:0] counter_min0;
always @(posedge clock or posedge rst) begin
    if(rst == 1'b1) begin
        counter_sec1 <= 4'b0000;
        counter_sec0 <= 4'b0000;
        counter_min1 <= 4'b0000;
        counter_min0 <= 4'b0000;
    end
    else if(adj == 0 && ~pause) begin
        if (counter_sec1 == 9 && counter_sec0 == 5) begin
            counter_sec1 <= 4'b0;
            counter_sec0 <= 4'b0;
            if(counter_min1 == 9 && counter_min0 == 5) begin
                counter_min1 <= 4'b0;
                counter_min0 <= 4'b0;
            end 
            else if (counter_min1 == 9) begin
                counter_min1 <= 4'b0;
                counter_min0 <= counter_min0 + 4'b1;
            end 
            else begin
                counter_min1 <= counter_min1 + 4'b1;
            end
        end 
        else if (counter_sec1 == 9) begin
            counter_sec1 <= 4'b0;
            counter_sec0 <= counter_sec0 + 4'b1;
        end
        else begin
            counter_sec1 <= counter_sec1 + 4'b1;
        end 
    end
    else if(adj == 1 && ~pause && select) begin
         if (counter_sec1 == 9 && counter_sec0 == 5) begin
            counter_sec1 <= 4'b0;
            counter_sec0 <= 4'b0;
         end
         else if (counter_sec1 == 9) begin
            counter_sec1 <= 4'b0;
            counter_sec0 <= counter_sec0 + 4'b1;
         end
         else begin
             counter_sec1 <= counter_sec1 + 4'b1;
         end 
    end
    else if(adj == 1 && ~pause && ~select) begin
      if (counter_min1 == 9 && counter_min0 == 5) begin
        counter_min1 <= 4'b0;
        counter_min0 <= 4'b0;
      end
      else if (counter_min1 == 9) begin
        counter_min1 <= 4'b0;
        counter_min0 <= counter_min0 + 4'b1;
      end
      else begin
        counter_min1 <= counter_min1 + 4'b1;
      end 
    end
end
assign sec1 = counter_sec1;
assign sec0 = counter_sec0;
assign min1 = counter_min1;
assign min0 = counter_min0;
endmodule
`timescale 1ns / 1ps
module debouncer(btn, clk, btn_state);
    input btn;
    input clk;
    output btn_state;
    reg btn_state_reg = 0;
    reg [15:0] count;
    always @ (posedge clk)
    begin
        if(btn == 0) begin
            count <= 0;
            btn_state_reg <= 0;
        end
        else begin
            count <= count + 1'b1;
            if(count == 16'hffff) begin  
                btn_state_reg <= 1;
                count <= 0;
            end
        end
    end
    assign btn_state = btn_state_reg;
endmodule
`timescale 1ns / 1ps
module digit_to_segment(digit, segment);
input wire [3:0] digit; 
output reg [6:0] segment; 
always @ (*) begin
    case(digit)
        4'b0000: begin
            segment <= 7'b0000001;  
        end
        4'b0001: begin
            segment <= 7'b1001111;  
        end
        4'b0010: begin
            segment <= 7'b0010010;  
        end
        4'b0011: begin
            segment <= 7'b0000110;  
        end
        4'b0100: begin
            segment <= 7'b1001100;  
        end
        4'b0101: begin
            segment <= 7'b0100100;  
        end
        4'b0110: begin
            segment <= 7'b0100000;  
        end
        4'b0111: begin
            segment <= 7'b0001111;  
        end
        4'b1000: begin
            segment <= 7'b0000000;  
        end
        4'b1001: begin
            segment <= 7'b0000100;  
        end
        default: begin 
            segment <= 7'b1111111; 
        end
    endcase
end
endmodule
`timescale 1ns / 1ps
module stopwatch(clk, btnR, btnC, sw, seg, an);
    input wire clk;  
    input wire btnR;  
    input wire btnC;  
    input wire [1:0] sw;  
    output reg[6:0] seg;
    output reg[3:0] an; 
    wire [3:0] sec1;
    wire [3:0] sec0;
    wire [3:0] min1;
    wire [3:0] min0;
    wire [6:0] sec1_seg;
    wire [6:0] sec0_seg;
    wire [6:0] min1_seg;
    wire [6:0] min0_seg;
    wire clk_2hz;
    wire clk_1hz;
    wire clk_fast;
    wire clk_blink;
    wire btnR_st;
    wire btnC_st;
    debouncer reset(.btn(btnR), .clk(clk), .btn_state(btnR_st));
    debouncer pause(.btn(btnC), .clk(clk), .btn_state(btnC_st));
    clocks clk_wires(.clk(clk), .rst(btnR_st), .clk_2hz(clk_2hz), .clk_1hz(clk_1hz), .clk_fast(clk_fast), .clk_blink(clk_blink));
    counter decide_digits(.rst(btnR_st), .ps(btnC_st), .adj(sw[1]), .select(sw[0]), .clk(clk_1hz), .clk_adj(clk_2hz), .sec1(sec1), .sec0(sec0), .min1(min1), .min0(min0));
    digit_to_segment display_sec1(.digit(sec1), .segment(sec1_seg));
    digit_to_segment display_sec0(.digit(sec0), .segment(sec0_seg));
    digit_to_segment display_min1(.digit(min1), .segment(min1_seg));
    digit_to_segment display_min0(.digit(min0), .segment(min0_seg));
    reg[1:0] dig_counter = 2'b00;
    reg blink_sec = 1'b0;
    reg blink_min = 1'b0;
    always @(posedge clk_fast) begin
        if (sw[1] == 1'b0) begin  
            case(dig_counter)
                2'b00: begin
                    seg <= sec1_seg;
                    an <= 4'b1110;
                end
                2'b01: begin
                    seg <= sec0_seg;
                    an <= 4'b1101;
                end
                2'b10: begin
                    seg <= min1_seg;
                    an <= 4'b1011;
                end
                2'b11: begin
                    seg <= min0_seg;
                    an <= 4'b0111;
                end
                default: begin 
                    seg <= 7'b1111111;  
                    an <= 4'b1111;
                end
            endcase
            if(dig_counter == 2'b11) begin
                dig_counter <= 2'b00;
            end
            else begin
                dig_counter <= dig_counter + 2'b01;
            end
        end
        if (sw[1] == 1'b1) begin  
            if (sw[0] == 1'b0) begin  
                if (dig_counter == 2'b00) begin
                    an <= 4'b0111;
                    if (clk_blink) begin
                        seg <= min0_seg;
                    end
                    else begin
                        seg <= 7'b1111111;  
                    end 
                    dig_counter <= dig_counter + 2'b01;
                end 
                else if (dig_counter == 2'b01) begin
                    an <= 4'b1011;
                    if (clk_blink) begin
                        seg <= min1_seg;
                    end
                    else begin
                        seg <= 7'b1111111;  
                    end 
                    dig_counter <= dig_counter + 2'b01;
                end
                else if (dig_counter == 2'b10) begin
                    an <= 4'b1101;
                    seg <= sec0_seg;
                    dig_counter <= dig_counter + 2'b01;
               end
               else if (dig_counter == 2'b11) begin
                    an <= 4'b1110;
                    seg <= sec1_seg;
                    dig_counter <= dig_counter + 2'b01;
               end
            end 
            if(sw[0] == 1'b1) begin  
                if (dig_counter == 2'b00) begin
                    an <= 4'b0111;
                    seg <= min0_seg;  
                    dig_counter <= dig_counter + 2'b01;
                end 
                else if (dig_counter == 2'b01) begin
                    an <= 4'b1011;
                    seg <= min1_seg;
                    dig_counter <= dig_counter + 2'b01;
                end
                else if (dig_counter == 2'b10) begin
                    an <= 4'b1101;
                    if (clk_blink) begin
                        seg <= sec0_seg;
                    end
                    else begin
                        seg <= 7'b1111111;  
                    end 
                    dig_counter <= dig_counter + 2'b01;
               end
               else if (dig_counter == 2'b11) begin
                    an <= 4'b1110;
                    if (clk_blink) begin
                        seg <= sec1_seg;
                    end
                    else begin
                        seg <= 7'b1111111;  
                    end 
                    dig_counter <= dig_counter + 2'b01;
               end                
            end 
        end
    end
endmodule
==> results.yml <==
# flow metrics
worst_setup_path:
  reg2reg_from: "clk_wires.clk_2hz_counter[11]$_DFF_PP0_"
  slowest_delay_ns: 0.56
  path_class: "reg -> reg"
  crit_slowest_cell: "or4_1"
  endpoint_kind: "flop"
  worst_ep_arrival_time_ns: 2.35
  worstPathCellList: "nand4_1 > or4_1 > nor2_1 > and3_1 > xnor2_1 > nor2_1"
  crit_buf_inv: 0
  cp_max_fo: 7
  worst-r2r-setup-slack_ns: 0.26
  crit_top_cell: "nor2_1"
  required_ns: 2.61
  reg2reg_depth: 6
  r2r_end: "clk_wires.clk_2hz_counter[20]$_DFF_PP0_"
  crit_path_start_kind: "flop"
  crit_family: "simple AND/OR/NAND/NOR gates"
synth:
  netlist_instances: 1113
  syn_area_per_cell_um2: 9.27
  edf_count: 0
  yosys_warnings: 8
  async_reset_ff_share_pct: 75.5
  syn_area_um2: 10300
  ys_types: 64
  yosys_register_bits: 196
  flop_cell: "dfrtp_1"
  yosys_area_um2: 10300
  yosys_cells: 1113
final_timing:
  timing.fmax_mhz: 490
  relSlewSlack_pct: 45.6
  hold_viol_final: 0
  rsz0062_at_grt: "false"
  period_needed_ns: 2.04
  drv_slew: 0
  period_used_pct: 88.7
  tightest_slew_ns: 0.816
  unconstrained_endpoints: 41
  setup_viol: 0
  unclocked_pins: 30
  fin_skew_ns: 0.0123
  tns_ns: 0
flow_run:
  openroad.warnings: 53
  drv_cap: 0
placement:
  numPortBuffers: 15
  place.gp.congestion: 0.918
  hpwl_um: 13500
routing:
  drc: 0
  n_antenna_cell: 0
  vias: 7619
  drt_iter0_markers: 435
  viasPerCell: 4.80
  wire_per_inst_um: 12.4
  first_pass_iters: 5
  finalWirelength_um: 19600
  final_antenna_net_count: 0
die:
  io_pins: 16
  placementRows: 67
  initial_core_util_pct: 30.6
  fp.dieH_um: 187
  dieArea_um2: 35100
  die_w_um: 187
  core_area_um2: 33700
global_route:
  overflow: 0
  grt_use_total_pct: 11.8
  grt_pass1_vias: 7176
  grt_pass1_wl_um: 34500
  antenna_found_initial: 0
  grt_max_degree: 116
min_path:
  hp-class: "reg -> async"
final_layout:
  drive_above_1_share_pct: 5.53
  fillers: 3360
  areaGrowthSynthToFinish_pct: 12.3
  final_core_util_pct: 34.4
clocking:
  cts_hold_buf: 0
  clk_latency_ns: 0.43
  cts_root_buffer: "clkbuf_16"
  ctsResizeCount: 0
  htreeDepth: 4
  cts_tree: "built"
  cts.clk_slew.worst_paths_ns: 0.06
  postCtsSetupBuffers: 0
  clock_path_buffers: 2
  cts_made_buffers: 17
power_and_ir_drop:
  ir_drop_mv: 0.550
  p_leak_nw: 4.90
  total_power_w: 0.00580
  power-per-cell-area_nw_per_um2: 500
status:
  status: "completed"
==> worst max-delay path by stage <==
stage / start / endpoint / slack, ns / cells past startpoint
after CTS: clk_wires.clk_2hz_counter[11]$_DFF_PP0_ / clk_wires.clk_2hz_counter[20]$_DFF_PP0_ / 0.24 / 6
final: clk_wires.clk_2hz_counter[11]$_DFF_PP0_ / clk_wires.clk_2hz_counter[20]$_DFF_PP0_ / 0.26 / 6
after global routing: clk_wires.clk_2hz_counter[11]$_DFF_PP0_ / clk_wires.clk_2hz_counter[20]$_DFF_PP0_ / 0.05 / 6
==> cells in the mapped netlist, types with 3 or more instances <==
cell | instances | area, um2
nor3_1 | 20 | 100
o22ai_1 | 10 | 62.6
a2111oi_0 | 3 | 26.3
ha_1 | 37 | 463
and2_1 | 14 | 87.6
dfxtp_1 | 47 | 941
a21o_1 | 4 | 30.0
nand2_1 | 93 | 349
or2_2 | 3 | 18.8
nand2b_1 | 19 | 119
inv_1 | 34 | 128
dfrtp_1 | 148 | 3700
mux2_2 | 6 | 67.6
a31oi_1 | 6 | 37.5
o211ai_1 | 6 | 45.0
a211oi_1 | 9 | 67.6
a22oi_1 | 5 | 37.5
or3_1 | 8 | 50.1
nand3b_1 | 4 | 30.0
o21a_1 | 4 | 30.0
o21ai_0 | 41 | 205
and4_1 | 13 | 114
nand3_1 | 78 | 390
buf_2 | 6 | 30.0
and3_1 | 33 | 206
nor3b_1 | 3 | 22.5
o32ai_1 | 4 | 35.0
xor2_1 | 76 | 666
nor4_1 | 12 | 75.1
mux2i_1 | 4 | 40.0
nor2_1 | 136 | 510
o31ai_1 | 3 | 22.5
a21oi_1 | 34 | 170
nor2b_1 | 15 | 93.8
xnor2_1 | 75 | 657
nor4b_1 | 6 | 52.6
clkbuf_1 | 24 | 90.1
nand4_1 | 34 | 213
==> per-layer routing <==
metal / GRT usage [%] / share of wire [%] / up-vias
met3: 1.46 / 3.0 / 20
li1: - / - / 3898
met5: 0 / 0 / -
met4: 1.31 / 1.3 / 0
met2: 17.4 / 43 / 105
met1: 19.4 / 53 / 3596
==> cell usage in the layout (no fill, tap or decap), drive strengths merged, types with 13 or more instances in the layout <==
cell type	instances
a21oi	35
and2	14
and3	33
and4	13
buf	15
clkbuf	22
clkdlybuf4s50	15
dfrtp	148
dfxtp	47
ha	37
inv	41
nand2	94
nand2b	19
nand3	78
nand4	34
nor2	136
nor2b	15
nor3	20
nor4	15
o21ai	41
xnor2	75
xor2	76
==> logic make-up after synthesis <==
family / Yosys count / share of synthesized area (%)
compound gates: 148 / 9.25
xor+xnor: 151 / 12.8
fa+ha+maj: 37 / 4.49
buf+inv: 71 / 2.75
flops: 195 / 45.0
latches: 1 / 0.145
mux: 10 / 1.04
simple gates: 500 / 24.5
==> through the flow <==
stage / hold WS (ns) / std cells / setup slack (ns) / cell area [um2]
6_report: 0.366 / 1587 / 0.259 / 11600
5_1_grt: 0.438 / 1587 / 0.0545 / 11600
4_1_cts: 0.396 / 1587 / 0.242 / 11600
3_5_place_dp: 0.393 / 1555 / 0.265 / 11000
3_3_place_gp: 0.395 / 1555 / 0.296 / 11000
2_1_floorplan: 0.413 / 1113 / 0.0878 / 10300
==> worst reg2reg max path, stage by stage (launching register included) <==
cell and delay [ns]:
dfrtp_1 0.43, nand4_1 0.16, or4_1 0.56, nor2_1 0.38
and3_1 0.23, xnor2_1 0.12, nor2_1 0.06
==> power by group <==
part | switching (W) | total, W | internal (W)
clock network | 0.00119 | 0.00279 | 0.00160
registers | 0.00000605 | 0.00293 | 0.00292
logic | 0.0000483 | 0.0000811 | 0.0000327
==> layout make-up <==
cell class	instances	area, um2	area share (%)
inverter	35	135	1.17
clock buffer	22	508	4.38
sequential	196	4660	40.2
tap	448	561	4.84
timing repair buffer	30	275	2.37
multi-input combinational	846	5380	46.4
clock inverter	10	77.6	0.669
Power is estimated from default activity; no workload was simulated.
